`flow/design.v`:
```
module PC(
    input clk,reset,
    input [63:0] nxt_pc,
    output reg [63:0] pc
);
    always @(posedge clk or posedge reset) begin
        if(reset)
        pc <= 64'd0;
        else
        pc <= nxt_pc;
    end
endmodule 
module Inst_Memory(
    input  [63:0] address,
    output [31:0] instruction
);
    reg [31:0] memory [255:0];
    initial begin
        memory[0] = 32'b0000000_00011_00010_000_00001_0110011;
        memory[1] = 32'b0100000_00110_00101_000_00100_0110011;
        memory[2] = 32'b0000000_01001_01000_111_00111_0110011;
        memory[3] = 32'b0000000_01100_01011_110_01010_0110011;
        memory[4] = 32'b000000000000_01110_011_01101_0000011;
        memory[5] = 32'b0000000_01111_10000_011_00100_0100011;
        memory[6] = 32'b0_000000_10010_10001_000_0010_0_1100011;
    end
    assign instruction = memory[address[63:2]];
endmodule
module IF(
    input clk,reset,
    input [63:0] pc_next,
    output [31:0] instruction
);
    wire [63:0] instruction_addrs;
    PC Prog_counter(
        .clk(clk),
        .reset(reset),
        .nxt_pc(pc_next),
        .pc(instruction_addrs)
    );
    Inst_Memory imem(
        .address(instruction_addrs),
        .instruction(instruction)
    );
endmodule
```
`flow/run.sh`:
```
#!/bin/bash
# OpenROAD 26Q1-2900-gdf79404cd8, Yosys 0.63+post, stock flow scripts
make -C /OpenROAD-flow-scripts/flow DESIGN_CONFIG=/design/flow/config.mk WORK_HOME=/design/flow/orfs finish
```
`flow/config.mk`:
```
export PLATFORM = sky130hd
export DESIGN_NAME = IF
export DESIGN_NICKNAME = IF
export VERILOG_FILES = /design/flow/design.v
export SDC_FILE = /design/flow/constraint.sdc
export NUM_CORES = 4
export LEC_CHECK = 1
export CORE_AREA = 10 10 70 70
export DIE_AREA = 0 0 80 80
export SYNTH_MEMORY_MAX_BITS = 65536
```
`flow/constraint.sdc`:
```
current_design IF

set clk_period 1.6
set clk_io_pct 0.2

create_clock -name clk0 -period $clk_period [get_ports {clk}]

set non_clock_inputs [all_inputs -no_clocks]
set_input_delay [expr $clk_period * $clk_io_pct] -clock clk0 $non_clock_inputs
set_output_delay [expr $clk_period * $clk_io_pct] -clock clk0 [all_outputs]
```
==> GITHUB_STEP_SUMMARY <==
### Yosys + OpenROAD results

| Metric | Value |
|---|---|
| Max_cap viols | 0 |
| Cycle use final | 1.04 |
| Die y size | 80 µm |
| Crit path DRT | 1280 ps |
| Yosys synthesis warning count | 2 |
| Maximum level of the CTS H-tree | 1 |
| Total standard cell area after synthesis | 409 µm² |
| Starting density of the core | 0.120 |
| Final setup viols | 8 |
| Most common logic cells in the final layout | conb_1, buf_2, buf_6 |
| Portion of the post-synthesis area used by sequential elements | 0.183 |
| Number of clock buffers inserted by TritonCTS | 3 |
| Total number of warnings across the stage logs | 93 |
| Total power per unit cell area | 431 nW/µm² |
| DR WL/cell | 9.84 µm |
| Maximum number of pins on one net before global-route repair | 6 |
| Antenna diodes | 0 |
| Largest registers | Prog_counter.pc x3 |
| Type of destination of the critical path | output port |
| Antenna violations before repair | 0 |
| Pre-antenna DRT Iters | 2 |
| Clk root buf | clkbuf_4 |
| Final sum of negative setup slack | -205 ps |
| Maximum clock insertion buffer count | 2 |
| Clock tree from TritonCTS | built |
| Vias | 438 |
| Arrival time of the worst setup path | 1340 ps |
| Failing checks | setup timing |
| Die Width | 80 µm |
| Via count of the first global-routing pass | 561 |
| Port Buffer Count | 25 |
| Ratio of cells with drive above 1 in the final layout | 0.632 |
| Hpwl dp | 1.08 mm |
| I/O pins | 98 |
| DRC violation count after routing | 0 |
| Worst min-delay path class | primary input to asynchronous set/reset pin |
| Clock Sinks | 3 |
| First-iteration detailed-routing DRC count | 2 |
| Clock edge transition at the registers on the reported setup and hold paths | 40 ps |
| Most flops, register | Prog_counter.pc |
| Yosys chip area | 409 µm² |
| Status | complete, but fails checks |
| Setup slack of the critical path after layout | -62.2 ps |
| Cell count after synthesis | 52 |
| Area inside the core boundary | 3420 µm² |
| Post-place setup slack | -199 ps |
| Setup crit start kind | flip-flop |
| Ys flops | 3 |
| Layout overhead on the synthesized area | 117% |
| First-pass GRT wire length | 2.36 mm |
| Remaining antenna violation count after routing | 0 |
| Largest fanout of any net on the critical path | 3 |
| Total chip power | 384 µW |
| Slew Limit Fails | 0 |
| Leakage component of the power | 0.000461 µW |
| Chip footprint | 6400 µm² |
| Final Hold Fails | 0 |
| Critical path class | flip-flop to output port |
| Placer's final routability congestion estimate | 0.795 |
| Time the worst path needs with I/O delays and setup | 1660 ps |
| Post-route worst hold slack | 255 ps |
| Number of flip-flops under the largest register name | 3 |
| Unrepaired setup endpoints after global routing | true |
| Mean Syn Cell Area | 7.87 µm² |
| Largest voltage drop on the vdd net | 0.235 mV |
| Overall overflow remaining after global route | 0 |
| Average via count per standard cell | 3.11 |
| Yosys Instances | 52 |
| Maximum clock rate | 0.602 GHz |
| Post-Route WL | 1.39 mm |
| # fillers | 362 |
| Standard-cell row count | 21 |
| All-Layer GR Usage | 0.0431 |
| Distinct cell type count after synthesis | 16 |
| Number of buffers inserted by hold repair at cts | 0 |
[layer usage]
layer,GRT usage,vias up,share of wire
li1,-,218,-
met1,0.0513,195,0.44
met2,0.0746,25,0.46
met3,0.0148,0,0.10
met4,0.00528,0,0
met5,0,-,0
[worst max-delay path: stages, from the launching register on]
cell,delay (ps)
dfrtp_1,400
buf_6,130
buf_6,110
buf_6,110
ha_4,240
inv_2,20
buf_2,100
[per-stage QoR]
| step | util | instances | area, µm² |
|---|---|---|---|
| 2_1_floorplan | - | 61 | 443 |
| 3_3_place_gp | 0.203 | 125 | 694 |
| 3_5_place_dp | 0.203 | 125 | 694 |
| 4_1_cts | 0.256 | 141 | 873 |
| 5_1_grt | 0.260 | 141 | 890 |
| 6_report | 0.260 | 141 | 890 |
[worst paths after layout]
path                               startpoint                  to  slack [ps]  cells after the start
setup / recovery           Prog_counter.pc[3]     instruction[13]         -60                      6
hold / removal                          reset  Prog_counter.pc[2]         260                      2
max in group asynchronous               reset  Prog_counter.pc[4]        1210                      2
min in group clk0                  pc_next[4]  Prog_counter.pc[4]         530                      1
[report_power, final]
group	leakage (µW)	internal, µW	switching (µW)
combinational	0.000412	106	60.8
sequential	0.0000340	80.5	4.77
clock	0.0000150	93.4	37.9
total	0.000461	280	104
[cells by family after synthesis]
logic type	share of synthesized area
DFF	0.183
adders and majority gates	0.214
AOI/OAI and AO/OA	0.0734
muxes	0.0367
buffers and inverters	0.330
and+or+nand+nor	0.144
other	0.0184
[synthesized netlist by cell type]
cell      count  area share
dfrtp_1       3        0.18
conb_1        2       0.018
or2_1         1       0.015
nor2_1        2       0.018
nand2_1       7       0.064
ha_1          7        0.21
o21a_1        1       0.018
buf_4        13        0.24
a21boi_0      1       0.018
and2_1        1       0.015
inv_2         1      0.0092
inv_1         6       0.055
mux2_4        1       0.037
buf_6         1       0.028
o21ai_0       3       0.037
nand2b_1      2       0.031
[repair_timing]
action,in CTS,in global routing
endpoints found under the setup margin,21,18
gates resized,81,16
pin swaps,12,7
buffers inserted,12,0
[final cells by class]
class | instances | area, µm² | share of cell area
inverter | 7 | 31.3 | 0.0352
sequential | 3 | 76.3 | 0.0858
timing repair buffer | 44 | 358 | 0.402
clock buffer | 4 | 26.3 | 0.0295
multi-input combinational | 37 | 340 | 0.383
tap | 46 | 57.6 | 0.0647
Power is estimated from default activity; no workload was simulated.
