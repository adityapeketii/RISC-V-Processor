===== design.v =====
module Adder (a,b,c,Sum,Carry);
input a,b,c ;
output Sum,Carry;
wire I1,I2,I3;
xor U1(I1,a,b);
and U2(I2,a,b);
xor U3(Sum,I1,c);
and U4(I3,I1,c);
or  U5(Carry,I2,I3);
endmodule
module full_adder (
    input [63:0]A,
    input [63:0]B,
    input Cin,
    output [63:0] S,
    output wire C 
);
wire [64:0] Carry;
assign Carry[0] = Cin;
genvar i;
generate
    for (i=0; i<64; i=i+1) begin
        Adder inst (.a(A[i]), .b(B[i]), .c(Carry[i]), .Sum(S[i]), .Carry(Carry[i+1]));
    end
endgenerate
assign C = Carry[64];
endmodule
module AND ( 
    input [63:0]A,
    input [63:0]B,
    output [63:0] Y
);
genvar i;
generate
    for (i=0; i<64; i=i+1) begin
        and U1(Y[i], A[i], B[i]);
    end
endgenerate
endmodule
module OR ( 
    input [63:0]A,
    input [63:0]B,
    output [63:0] Y
);
genvar i;
generate
    for (i=0; i<64; i=i+1) begin
        or U1(Y[i], A[i], B[i]);
    end
endgenerate
endmodule
module XOR ( 
    input [63:0]A,
    input [63:0]B,
    output [63:0] Y
);
genvar i;
generate
    for (i=0; i<64; i=i+1) begin
        xor U1(Y[i], A[i], B[i]);
    end
endgenerate
endmodule
module Subtractor (
    input [63:0] A,
    input [63:0] B,
    output [63:0] D ,
    output wire C
);
     wire [63:0] B_complement;
     wire C0 = 1'b1 ;
     genvar i;
     generate
           for(i = 0 ; i < 64 ; i = i + 1) begin
            not U1(B_complement[i] , B[i]) ;
           end
     endgenerate
     full_adder U2(.A(A), .B(B_complement), .Cin(C0) ,.S(D), .C(C)) ;
endmodule
module ALU (
    output reg [63:0] result,
    output reg zero,
    input wire [63:0] A,
    input wire [63:0] B,
    input wire [3:0] ALUcontrol
);
    wire [63:0] and_result;
    wire [63:0] or_result;
    wire [63:0] add_result;
    wire [63:0] sub_result;
    wire add_carry, sub_carry;
    AND and_inst(
        .A(A),
        .B(B),
        .Y(and_result)
    );
    OR or_inst(
        .A(A),
        .B(B),
        .Y(or_result)
    );
    full_adder adder_inst(
        .A(A),
        .B(B),
        .Cin(1'b0),
        .S(add_result),
        .C(add_carry)
    );
    Subtractor subtractor_inst(
        .A(A),
        .B(B),
        .D(sub_result),
        .C(sub_carry)
    );
    always @(*) begin
        case(ALUcontrol)
            4'b0000: result = and_result;
            4'b0001: result = or_result;
            4'b0010: result = add_result;
            4'b0110: result = sub_result;
        endcase
        if (result == 64'd0) begin
            zero = 1'b1 ;
        end 
        else begin
            zero = 1'b0 ;
        end
    end
endmodule
module Execute (
    input [63:0] A ,
    input [63:0] B ,
    input [63:0] C ,
    input [63:0] PC ,
    input [2:0] funct3 ,
    input [6:0] funct7 ,
    input [1:0] ALUOp ,
    input ALUSrc ,
    output reg Zero ,
    output reg [63:0] Target ,
    output reg [63:0] ALU_result 
) ;
 wire [3:0] ALUcontrol ;
alu_control U1 (.ALUOp(ALUOp) , .Funct7(funct7) ,.Funct3(funct3) ,.Operation(ALUcontrol)) ;
wire [63:0] Y ;
wire [63:0] Solution ;
wire  [63:0] result ;
wire Zo ;
MUX_21 alu_mux ( .B(B) , .C(C) , .ALUSrc(ALUSrc) , .Y(Y)) ;
ALU U3 (.result(result), .zero(Zo) , .A(A) ,.B(Y) ,.ALUcontrol(ALUcontrol) ) ;
wire branch_carry ;
wire [63:0] S ;
Shiftleft U4 (.C(C) ,.S(S)) ;
full_adder target_address (.A(S) , .B(PC) ,.Cin(1'b0) , .S(Solution) ,.C(branch_carry)) ;
always @(*) begin
    ALU_result = result ;
    Target = Solution ;
    Zero = Zo ;
end
endmodule 
module MUX_21 (
    input wire [63:0] B,     
    input wire [63:0] C,      
    input wire ALUSrc,          
    output reg [63:0] Y      
);
    always @(*) begin
        if (ALUSrc)
            Y = C;    
        else
            Y = B;    
    end
endmodule
module Shiftleft (
    input [63:0] C,
    output reg [63:0] S
);
    integer j;
    always @(*) begin
        S = 64'b0;   
        for (j = 0; j < 63; j = j + 1) begin
            S[j+1] = C[j];   
        end
    end
endmodule
module alu_control(
    input [1:0] ALUOp,       
    input [6:0] Funct7,
    input [2:0] Funct3,
    output reg [3:0] Operation
);
    always @(*) begin
        case(ALUOp)
            2'b00: begin  
                Operation[3:0] = 4'b0010; 
            end
            2'b01: begin  
                Operation[3:0] = 4'b0110; 
            end
            2'b10: begin  
                case(Funct3)
                    3'b000: begin  
                        if (Funct7[5] == 1'b1)
                           Operation[3:0] = 4'b0110;  
                        else
                            Operation[3:0] = 4'b0010;  
                    end
                    3'b110: begin  
                        if (Funct7[5] == 1'b0)
                            Operation[3:0] = 4'b0001;  
                    end
                    3'b111: begin  
                        if (Funct7[5] == 1'b0)
                            Operation[3:0] = 4'b0000;  
                    end
                endcase
            end
            default: begin
                Operation[2:0] = 3'b000;  
            end
        endcase
    end
endmodule
module Next_PC (
    input Branch,
    input Zero,
    input [63:0] PC,
    input [63:0] Target,
    output reg [63:0] next_pc
);
    wire w1;
    wire carry;
    wire [63:0] PC_4;
    wire [63:0] Solution;
    and U1(w1, Branch, Zero);
    full_adder general_address (
        .A(PC),
        .B(64'd4),
        .Cin(1'b0),
        .S(PC_4),
        .C(carry)
    );
    MUX U2 (
        .B(PC_4),
        .C(Target),
        .Sel(w1),
        .Y(Solution)
    );
    always @(*) begin
        next_pc = Solution;
    end
endmodule
module MUX (
    input wire [63:0] B,     
    input wire [63:0] C,      
    input wire Sel,          
    output reg [63:0] Y      
);
    always @(*) begin
        if (Sel)
            Y = C;   
        else
            Y = B;   
    end
endmodule

===== run.sh =====
#!/bin/bash
# OpenROAD 26Q1-2900-gdf79404cd8, Yosys 0.63+post, stock flow scripts
make -C /OpenROAD-flow-scripts/flow DESIGN_CONFIG=/design/flow/config.mk WORK_HOME=/design/flow/orfs finish

===== config.mk =====
export PLATFORM = sky130hd
export DESIGN_NAME = Next_PC
export DESIGN_NICKNAME = Next_PC
export VERILOG_FILES = /design/flow/design.v
export SDC_FILE = /design/flow/constraint.sdc
export NUM_CORES = 4
export LEC_CHECK = 1
export CORE_AREA = 10 10 116 116
export DIE_AREA = 0 0 126 126

===== constraint.sdc =====
current_design Next_PC

set clk_period 11.6
set clk_io_pct 0.2

create_clock -name clk0 -period $clk_period

set non_clock_inputs [all_inputs -no_clocks]
set_input_delay [expr $clk_period * $clk_io_pct] -clock clk0 $non_clock_inputs
set_output_delay [expr $clk_period * $clk_io_pct] -clock clk0 [all_outputs]

==> run_results.csv <==
group,metric,value,unit
grt,antenna_found_initial,0,
power,swShare,24.4,%
timing,relSlewSlack,53.4,%
yosys,yosysWarnings,2,
placed_design,dpl.cell_count,464,
outcome,violations,"negative setup slack",
yosys,yosysUniqueCellTypes,8,
yosys,simple_gate_share,1.02,%
placed_design,pre_cts_ws,-3.67,ns
final_layout,post-route-util,41.8,%
timing,finalClockPeriodUsage,125,%
yosys,topCellsByArea,"mux2_4 (47%), ha_1 (41%), buf_12 (7.6%), mux2_2 (2.4%), nand3_1 (0.54%)",
drt,routed_via_density,3.95,
yosys,adder_share,40.7,%
power,pwr-share-clk,0,%
yosys,yosys.area.top_type,"mux2_4",
outcome,status,"finished, violations left",
floorplanning,coreArea,10900,um2
timing,final_hold_viol_count,0,
yosys,yosys-top-cells-count,"ha_1 (60), mux2_4 (58), buf_12 (7)",
critical_path,critical_path.most_common_cell,"ha_4",
yosys,yosysSeqAreaShare,0,%
floorplanning,fp.dieW,126,um
yosys,top_logic_kind,"multiplexers",
floorplanning,fp-row-count,38,
critical_path,path_depth,63,
critical_path,cp.buffers_inverters,2,
yosys,syn_area,1840,um2
critical_path,slowest_stage,"mux2_4",
power,p_per_area,28.3,nW/um2
timing,report.final.setup_viol,20,
placed_design,io_buffers,194,
power,combPwrFrac,100.0,%
placed_design,dp_hpwl,7.30,mm
floorplanning,io_pins,194,
yosys,ys_sh_xor,0.475,%
drt,routedWlPerCell,17.1,um
grt,grt_pass1_wl,12.4,mm
drt,drt_iter0_markers,21,
timing,period_minus_slack,14.45,ns
drt,wirelength,7.92,mm
critical_path,cp.arrival,12.13,ns
grt,grt_usage,9.53,%
yosys,ys_cells,135,
critical_path,cp-start-kind,"primary input",
power,ir_worst_vdd,0.0000137,V
floorplanning,fp.dieH,126,um
critical_path,crit_required,9.28,ns
drt,drt-pass1-iter-count,2,
power,p_sw,0.0316,mW
final_layout,drive_gt1_share,46.0,%
yosys,aoi_share,0.543,%
drt,vias,1835,
yosys,mux_share,49.7,%
floorplanning,dieArea,15900,um2
power,p_total,0.129,mW
final_layout,ff_count,0,
power,p_seq_share,0,%
timing,setup_ws,-2.85,ns
drt,antenna_cells,0,
critical_path,end_kind,"output pin",
timing,fmax,0.0692,GHz
final_layout,nClkBuffers,0,
critical_path,max_stage_delay,0.27,ns
timing,worst_pin_slew,0.700,ns
timing,fin_tns_setup,-30.59,ns
yosys,ys_chip_area,1840,um2
power,internal_power,0.0977,mW
critical_path,cp_top_family,"adder cells",
placed_design,place_congestion,0.805,
yosys,synth_cells,135,
yosys,syn_area_per_cell,13.7,um2
critical_path,cp_max_fo,1,
final_layout,flop_area,0,um2
drt,drc_errors,0,
clocking,postCtsHoldBufs,0,
yosys,synth_top_area_share,47.2,%
critical_path,crit_start,"PC[3]",
power,p_leak,1.76,nW
drt,ant_nets,0,
timing,rsz0062_at_grt,"true",
final_layout,stdcell_count,464,
grt,first_global_vias,2193,
min_path,hold_class,"primary input to output pin",
critical_path,critPathCapture,"next_pc[62]",
critical_path,critical_path_class,"primary input to output pin",
yosys,yosys.cell_count.top_type,"ha_1",
floorplanning,fp_util,16.9,%
final_layout,area_growth,148,%
flow_run,cap_violations,0,
timing,slew_violations,0,
flow_run,warning_count,35,
grt,grt_max_degree,39,
clocking,cts_setup_buffers,0,
grt,gr-total-overflow,0,
how the worst min path moves through the flow:
| stage | from | end | slack, ns | cells past startpoint |
|---|---|---|---|---|
| CTS | Target[63] | next_pc[63] | 5.27 | 4 |
| finish | Target[63] | next_pc[63] | 5.26 | 4 |
| global route | Target[63] | next_pc[63] | 5.31 | 4 |
placed cells by master, fill, tap and decap left out:
cell type,n
o21ai_1,1
o21ai_0,1
and2_4,1
ha_4,60
mux2_4,60
clkdlybuf4s15_1,2
buf_2,9
buf_6,13
buf_4,2
clkbuf_2,1
xnor2_2,1
mux2_2,2
dlygate4sd2_1,1
dlymetal6s2s_1,1
nand3_1,2
clkdlybuf4s50_1,167
logic make-up after synthesis:
group                      count (synthesis)
and+or+nand+nor                            3
buffers and inverters                      7
xor gates and xnor gates                   1
AOI/OAI and AO/OA                          2
adders and majority gates                 60
muxes                                     62
power by group through the flow:
stage | Combinational (mW) | Clock, mW | Sequential (mW)
CTS | 0.130 | 0 | 0
global route | 0.141 | 0 | 0
finish | 0.129 | 0 | 0
routing by layer:
metal,vias to the layer above,track usage (%),wire [um]
li1,903,-,-
met1,820,11.9,3320
met2,112,16.2,3770
met3,0,3.57,830
met4,0,0,0
met5,-,0,0
area by class of cell:
cell class         count  area, um2
well taps            140        175
multi-input cells    128       2470
fillers             1036       6370
repair buffers       196       1920
stage by stage:
stage,instance area (um2),hold WS [ns]
3_3_place_gp,4590,5.59
6_report,4570,5.26
4_1_cts,4520,5.27
2_1_floorplan,2590,4.67
3_5_place_dp,4590,5.58
5_1_grt,4570,5.31
repair_timing:
action                                  CTS  global route
pin swaps                                 2            10
resized                                  88            13
endpoints found under the setup margin   25            23
Power is estimated from default activity; no workload was simulated.
