<file path="flow/config.mk">
export PLATFORM = sky130hd
export DESIGN_NAME = Execute
export DESIGN_NICKNAME = Execute
export VERILOG_FILES = /design/flow/design.v
export SDC_FILE = /design/flow/constraint.sdc
export NUM_CORES = 4
export LEC_CHECK = 1
export CORE_AREA = 10 10 261 261
export DIE_AREA = 0 0 271 271
</file>
<file path="flow/constraint.sdc">
current_design Execute

set clk_period 48.6
set clk_io_pct 0.2

create_clock -name clk0 -period $clk_period

set non_clock_inputs [all_inputs -no_clocks]
set_input_delay [expr $clk_period * $clk_io_pct] -clock clk0 $non_clock_inputs
set_output_delay [expr $clk_period * $clk_io_pct] -clock clk0 [all_outputs]
</file>
<file path="flow/design.v">
module Adder (a,b,c,Sum,Carry);
input a,b,c ;
output Sum,Carry;
wire I1,I2,I3;
xor U1(I1,a,b);
and U2(I2,a,b);
xor U3(Sum,I1,c);
and U4(I3,I1,c);
or  U5(Carry,I2,I3);
endmodule
module full_adder (
    input [63:0]A,
    input [63:0]B,
    input Cin,
    output [63:0] S,
    output wire C 
);
wire [64:0] Carry;
assign Carry[0] = Cin;
genvar i;
generate
    for (i=0; i<64; i=i+1) begin
        Adder inst (.a(A[i]), .b(B[i]), .c(Carry[i]), .Sum(S[i]), .Carry(Carry[i+1]));
    end
endgenerate
assign C = Carry[64];
endmodule
module AND ( 
    input [63:0]A,
    input [63:0]B,
    output [63:0] Y
);
genvar i;
generate
    for (i=0; i<64; i=i+1) begin
        and U1(Y[i], A[i], B[i]);
    end
endgenerate
endmodule
module OR ( 
    input [63:0]A,
    input [63:0]B,
    output [63:0] Y
);
genvar i;
generate
    for (i=0; i<64; i=i+1) begin
        or U1(Y[i], A[i], B[i]);
    end
endgenerate
endmodule
module XOR ( 
    input [63:0]A,
    input [63:0]B,
    output [63:0] Y
);
genvar i;
generate
    for (i=0; i<64; i=i+1) begin
        xor U1(Y[i], A[i], B[i]);
    end
endgenerate
endmodule
module Subtractor (
    input [63:0] A,
    input [63:0] B,
    output [63:0] D ,
    output wire C
);
     wire [63:0] B_complement;
     wire C0 = 1'b1 ;
     genvar i;
     generate
           for(i = 0 ; i < 64 ; i = i + 1) begin
            not U1(B_complement[i] , B[i]) ;
           end
     endgenerate
     full_adder U2(.A(A), .B(B_complement), .Cin(C0) ,.S(D), .C(C)) ;
endmodule
module ALU (
    output reg [63:0] result,
    output reg zero,
    input wire [63:0] A,
    input wire [63:0] B,
    input wire [3:0] ALUcontrol
);
    wire [63:0] and_result;
    wire [63:0] or_result;
    wire [63:0] add_result;
    wire [63:0] sub_result;
    wire add_carry, sub_carry;
    AND and_inst(
        .A(A),
        .B(B),
        .Y(and_result)
    );
    OR or_inst(
        .A(A),
        .B(B),
        .Y(or_result)
    );
    full_adder adder_inst(
        .A(A),
        .B(B),
        .Cin(1'b0),
        .S(add_result),
        .C(add_carry)
    );
    Subtractor subtractor_inst(
        .A(A),
        .B(B),
        .D(sub_result),
        .C(sub_carry)
    );
    always @(*) begin
        case(ALUcontrol)
            4'b0000: result = and_result;
            4'b0001: result = or_result;
            4'b0010: result = add_result;
            4'b0110: result = sub_result;
        endcase
        if (result == 64'd0) begin
            zero = 1'b1 ;
        end 
        else begin
            zero = 1'b0 ;
        end
    end
endmodule
module Execute (
    input [63:0] A ,
    input [63:0] B ,
    input [63:0] C ,
    input [63:0] PC ,
    input [2:0] funct3 ,
    input [6:0] funct7 ,
    input [1:0] ALUOp ,
    input ALUSrc ,
    output reg Zero ,
    output reg [63:0] Target ,
    output reg [63:0] ALU_result 
) ;
 wire [3:0] ALUcontrol ;
alu_control U1 (.ALUOp(ALUOp) , .Funct7(funct7) ,.Funct3(funct3) ,.Operation(ALUcontrol)) ;
wire [63:0] Y ;
wire [63:0] Solution ;
wire  [63:0] result ;
wire Zo ;
MUX_21 alu_mux ( .B(B) , .C(C) , .ALUSrc(ALUSrc) , .Y(Y)) ;
ALU U3 (.result(result), .zero(Zo) , .A(A) ,.B(Y) ,.ALUcontrol(ALUcontrol) ) ;
wire branch_carry ;
wire [63:0] S ;
Shiftleft U4 (.C(C) ,.S(S)) ;
full_adder target_address (.A(S) , .B(PC) ,.Cin(1'b0) , .S(Solution) ,.C(branch_carry)) ;
always @(*) begin
    ALU_result = result ;
    Target = Solution ;
    Zero = Zo ;
end
endmodule 
module MUX_21 (
    input wire [63:0] B,     
    input wire [63:0] C,      
    input wire ALUSrc,          
    output reg [63:0] Y      
);
    always @(*) begin
        if (ALUSrc)
            Y = C;    
        else
            Y = B;    
    end
endmodule
module Shiftleft (
    input [63:0] C,
    output reg [63:0] S
);
    integer j;
    always @(*) begin
        S = 64'b0;   
        for (j = 0; j < 63; j = j + 1) begin
            S[j+1] = C[j];   
        end
    end
endmodule
module alu_control(
    input [1:0] ALUOp,       
    input [6:0] Funct7,
    input [2:0] Funct3,
    output reg [3:0] Operation
);
    always @(*) begin
        case(ALUOp)
            2'b00: begin  
                Operation[3:0] = 4'b0010; 
            end
            2'b01: begin  
                Operation[3:0] = 4'b0110; 
            end
            2'b10: begin  
                case(Funct3)
                    3'b000: begin  
                        if (Funct7[5] == 1'b1)
                           Operation[3:0] = 4'b0110;  
                        else
                            Operation[3:0] = 4'b0010;  
                    end
                    3'b110: begin  
                        if (Funct7[5] == 1'b0)
                            Operation[3:0] = 4'b0001;  
                    end
                    3'b111: begin  
                        if (Funct7[5] == 1'b0)
                            Operation[3:0] = 4'b0000;  
                    end
                endcase
            end
            default: begin
                Operation[2:0] = 3'b000;  
            end
        endcase
    end
endmodule
</file>
<file path="flow/run.sh">
#!/bin/bash
# OpenROAD 26Q1-2900-gdf79404cd8, Yosys 0.63+post, stock flow scripts
make -C /OpenROAD-flow-scripts/flow DESIGN_CONFIG=/design/flow/config.mk WORK_HOME=/design/flow/orfs finish
</file>
==> Slide: Implementation Results <==
Run Summary

STA
  – Max_slew headroom: 0.379
  – Fmax: ~21 MHz
  – Final hold vios: 0
  – Unrepaired setup endpoints after global routing: no
  – Setup ws final: 1.20 ns
  – Final period utilization: 0.975
  – Total Negative Setup Slacks: 0 ns
  – Pins Over Slew Limit: 0
  – Worst Tran Pin Value: 0.925 ns
  – Endpoints left unconstrained: 131
  – Final setup viols: 0
  – Tmin final: 47.40 ns
  – Register pins left without a clock: 67

Power
  – Total design power: approximately 0.00014 W
  – VDD IR-drop max: 0.00445 mV
  – Power Dens Cells: 9.47 nW/µm²
  – Static leakage: 6.32 nW

GRT
  – Gr ovfl total: 0
  – Vias in the first global route: 9492
  – Total track usage: 0.109
  – Global-route wire length before repair: roughly 60000 µm
  – Antenna violations before repair: 4
  – Largest net degree at the start of global routing: 79

Critical path
  – CP Class: in -> out
  – Crit path capture type: primary output
  – CP max-delay cell: nor4_1
  – CP Data Arrival Time: 37.68 ns
  – Most used cell, CP: fa_1
  – Crit path largest cell delay: 0.70 ns
  – CP startpoint kind: primary input
  – CP max FO: 3
  – WP data required: 38.88 ns

Clocking
  – Post-CTS Hold Fix Bufs: 0
  – Post-CTS setup buffer count: 0
  – Post-CTS Resized: 0

Cells and area
  – Fin area: ~15000 µm²
  – Layout cells sized above 1: 0.0198
  – Synthesis-to-layout area growth: 40.4%

Floorplan
  – Die area: between 70000 and 80000 µm²
  – Die H: 271 µm
  – Site row count: 91
  – Fp_density: 0.173
  – # IOs: 398
  – CORE AREA: 62100 µm²
  – Die width: 271 µm

Place
  – Dpl ws: 1.01 ns
  – Dpl hpwl: 33900 µm
  – Port bufs: 390
  – Placed Area: between 15000 and 20000 µm²
  – RD Place Congestion: between 0.8 and 0.9

Synthesis
  – Cell Area, Synth: 10800 µm²
  – Syn. warnings: 5
  – Cell area leaders: fa_1, ha_1, dlxtn_1
  – Ys cells: roughly 1100
  – Post-Syn Instances: 1088
  – Post-synth cell types: 35
  – Ys async rst share: 0
  – Synthesized registers: about 67
  – Post-synth EDFFs: 0
  – Yosys synthesis chip area: 10800 µm²
  – Area leader share: 0.344
  – Avg Cell Area, Syn: 9.88 µm²
  – Cell taking the most area after synthesis: fa_1
  – Main synth FF type: dlxtn_1

Routing
  – Final WL: 40300 µm
  – Vias post-DR: 8693
  – Number of routed nets with antenna violations: 0
  – Initial detailed-routing violation count: 243
  – Drt pass-1 iters: 4
  – Post-route DRC: 0
  – Vias per inst: 3.95
  – Wire length per cell: 18.3 µm

Worst hold path
  – Worst Hold Path EP: Target[0]
  – Hold WC Path Type: in -> out
  – Worst hold start: PC[0]
  – Hold depth: 0

Outcome
  – Status: finished, final reports clean

Run
  – Tool warnings: 166
  – Number of max-cap violations: 0
[placed cells by master (no fill, tap or decap), types with 2 or more instances in the layout]
cell             netlist  routed
o21ai_0                3       3
clkdlybuf4s50_1        0     389
nand4_1                4       4
inv_1                150     150
ha_1                 131     131
o32ai_1               12      12
nor2_1                 2       2
nand3_1                3       3
fa_1                 185     185
dlxtn_4                0       3
mux2i_1               65      65
a211oi_1               3       3
a311oi_1              54      54
and3b_1                2       2
dlxtn_1               67      64
xnor2_1                3       3
nor3_1                 8       8
nor4_1                17      17
a21oi_1              111     111
nor2b_1                4       2
buf_4                 71      19
nor2b_4                0       2
and3_1                 5       5
nand3b_1              99      99
nand2_1                2       2
a21o_1                 2       2
nand2b_1              15      15
[sequential cells by signal, summed over array words and instances, names as in the netlist]
| name | flops |
|---|---|
| U1.Operation | 3 |
| U3.result | 64 |
[worst max path at each step]
stage | slack [ns] | startpoint | to
final | 1.20 | C[0] | Zero
after global routing | 0.16 | C[0] | Zero
after CTS | 0.98 | C[0] | Zero
[logic make-up after synthesis]
kind of cell	share of synthesized area
adder cells (fa/ha/maj)	0.497
multiplexers	0.0616
AND-OR/OR-AND	0.112
XOR/XNOR	0.00407
AND/OR/NAND/NOR	0.106
buffers and inverters	0.126
latches	0.0939
[report_power, final]
part / switching (W) / internal, W / total, W
clock network: 0 / 0.00000000000275 / 0.00000000000276
registers: 0.000000936 / 0.00000386 / 0.00000480
logic: 0.0000622 / 0.0000760 / 0.000138
total: 0.0000631 / 0.0000799 / 0.000143
[layout make-up]
type                            instances  area, µm²
Fill cell                            6469      47000
Multi-Input combinational cell        739       8430
Timing Repair Buffer                  408       4040
Tap cell                              837       1050
Sequential cell                        67       1020
Inverter                              150        563
Antenna cell                            1       2.50
[worst max-delay path, delay by kind of cell]
family | cells | cell delay (ns)
AOI/OAI and AO/OA | 1 | 0.25
xor gates and xnor gates | 1 | 0.13
adders and majority gates | 63 | 25.03
buffers and inverters | 4 | 1.21
muxes | 2 | 0.27
and+or+nand+nor | 3 | 1.06
[stage by stage]
| stage | cells | hold WS, ns | utilization |
|---|---|---|---|
| 2_1_floorplan | 1088 | 19.51 | - |
| 3_3_place_gp | 2201 | 19.44 | 0.243 |
| 3_5_place_dp | 2201 | 19.44 | 0.243 |
| 4_1_cts | 2201 | 19.44 | 0.243 |
| 5_1_grt | 2201 | 19.44 | 0.243 |
| 6_report | 2202 | 19.44 | 0.243 |
[synthesized netlist by cell type (all sizes together) (3+ instances only)]
master,instances
o32ai,12
nand4,4
nor4,17
and3,5
inv,150
mux2i,65
xnor2,3
o21ai,3
nand2b,15
a211oi,3
clkbuf,30
nor2b,4
nand3b,99
a311oi,54
fa,185
dlxtn,67
a21oi,111
buf,102
nand2,3
nand3,3
nor3,8
ha,131
[metal layers]
layer  track usage  up-vias  share of wire
met5             0        -         0.0011
met2         0.184      337           0.48
met4       0.00970        6          0.010
met3        0.0489       25           0.11
li1              -     4119              -
met1         0.130     4206           0.40
Power and IR drop assume default switching activity.
